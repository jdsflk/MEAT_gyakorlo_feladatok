`flow/run.sh`:
```
#!/bin/bash
# OpenROAD 26Q1-2900-gdf79404cd8, Yosys 0.63+post, stock flow scripts
make -C /OpenROAD-flow-scripts/flow DESIGN_CONFIG=/design/flow/config.mk WORK_HOME=/design/flow/orfs finish
```
`flow/config.mk`:
```
export PLATFORM = sky130hd
export DESIGN_NAME = circuit
export DESIGN_NICKNAME = circuit
export VERILOG_FILES = /design/flow/design.v
export SDC_FILE = /design/flow/constraint.sdc
export NUM_CORES = 4
export LEC_CHECK = 1
export CORE_AREA = 10 10 76 76
export DIE_AREA = 0 0 86 86
```
`flow/constraint.sdc`:
```
current_design circuit

set clk_period 3.0
set clk_io_pct 0.2

create_clock -name clk0 -period $clk_period [get_ports {clk}]

set non_clock_inputs [all_inputs -no_clocks]
set_input_delay [expr $clk_period * $clk_io_pct] -clock clk0 $non_clock_inputs
set_output_delay [expr $clk_period * $clk_io_pct] -clock clk0 [all_outputs]
```
`flow/design.v`:
```
module circuit (
	input logic signal_in,
	input logic clk,
	input logic nul,
	input logic reset,
  	output logic [7:0] counter_out
);
	logic signal_in_d;
	logic signal_in_dd;
	logic signal_in_ddd;
  	logic [7:0] counter;
	logic increment;
	assign increment = ~signal_in_ddd & signal_in_dd;
	always @ (posedge clk, negedge reset)
	begin
		if (reset == 1'b0)
		begin
			signal_in_d <= 1'b0;
			signal_in_dd <= 1'b0;
			signal_in_ddd <= 1'b0;
			counter <= 8'b0;
		end
		else 
		begin
			signal_in_d <= signal_in;
			signal_in_dd <= signal_in_d;
			signal_in_ddd <= signal_in_dd;
			if (nul) counter <= 0;
			else begin
				if(increment) begin
					if(counter < 255) counter <= counter + 1;
				end          
			end
		end
	end
	assign counter_out = counter;
endmodule
```
==> reports/summary.txt <==
Latency at later pin - 230 ps
pwr dens - 402.7 nW/µm²
Initial DRC Count - 59
Pwr Total - 0.3210 mW
Max Fclk - 549.4 MHz
first drt pass iteration count - 4
Clock power frac - 0.448
cells after synthesis - 53
most common logic cells in the final layout - dfrtp_1 (11), clkdlybuf4s50_1 (11), nor2_1 (4)
first-pass GRT wire length - 2346 µm
CP top delay family - buffers and inverters
antenna viol nets, final - 0
largest stage delay on the critical path - 510 ps
Vias/cell - 3.940
Sw Share - 0.1972
layout cells sized above 1 - 0.1364
Seq/Total Area, Yosys - 0.4632
Critical Path Start Type - register
Max Slew Vio Count - 0
number of logged tool warnings - 25
clk buf depth - 2
Arr. time, crit path - 1220 ps
CP bufs+invs - 1
Top cell area share - 0.4632
Final Non-Filler Cells - 116
internal power - 0.2577 mW
post-cts resize count - 0
yosys stat chip area - 594.3 µm²
Avg Cell Area, Syn - 11.21 µm²
Slowest-stage cell, CP - clkdlybuf4s50_1
crit share post-route - 0.6067
Critical Path, Cell by Cell - clkdlybuf4s50_1
HP Class - register to register
CTS tree - yes
status - completed
P&R area growth vs syn - 34.11%
Crit Path Category - register to output port
clock sinks - 11
pre-CTS setup slack - 1018 ps
IO Port Bufs - 11
Worst setup EP type - output port
Total GRT Usage - 0.03763
Tmin final - 1820 ps
die width - 86 µm
clock tree root buffer cell - clkbuf_8
routed wire length - 1325 µm
initial antenna violation count - 0
Mapped Area - 594.3 µm²
H-tree depth - 1
Max Cap Viol - 0
synth unique cells - 30
Ant. Diodes - 0
# DRC - 0
number of setup violations in the final report - 0
Synthesized registers - 11
Init Core Util - 0.1444
DP HPWL - 968.9 µm
row cnt - 23
Leak - 0.2918 nW
clock-pin slew on the worst setup and hold paths - 50 ps
Cell Count Post-Placement - 112
number of global-route vias before repair - 473
via count - 457
setup ws final - 1180 ps
grt total ovfl - 0
Slew @ Worst Pin - 520.4 ps
Net Sw Power - 0.06330 mW
gp weighted congestion - 0.7507
largest net degree at the start of global routing - 14
IO Pins - 12
WL/cell - 11.42 µm
Fin Setup TNS - 0 ps
Die Area - 7396 µm²
Die Y - 86 µm
combinational share of power - 0.065
core area - 4115 µm²
Synth Warn # - 1
largest area contributor in the netlist - dfrtp_1
Clock Skews - 2.710 ps
Filler Cell Count - 438
maximum vdd drop - 0.0001997 V
CP required - 2400 ps
top cells by area - dfrtp_1 (46%), mux2_4 (5.1%), a21boi_4 (3.2%)
maximum fanout along the worst path - 7
Hold Buf Count CTS - 0
RSZ-0062 raised after global routing - no
yosys cell count - 53
total CTS buffers - 3
Slew HR - 0.6520
final hold viol count - 0
Post-CTS Setup Repair Bufs - 0
Final Util - 0.1937
sequential share of power - 0.487
## routing by layer
layer	vias up	GRT usage	wire length, µm	part of all wire
li1	226	-	-	-
met1	212	0.05584	646	0.49
met2	17	0.04327	508	0.38
met3	2	0.02479	155	0.12
met4	0	0.005988	14	0.011
met5	-	0	0	0
## cells in the mapped netlist
cell type   n
a211oi_1    2
a21boi_4    1
a21oi_2     1
a311oi_2    1
a31oi_1     2
a41oi_1     1
and3_2      1
and4_1      1
and4b_1     1
buf_6       1
clkbuf_1    1
dfrtp_1    11
ha_1        1
inv_1       2
mux2_4      2
mux2i_1     1
nand2_1     1
nand2b_1    3
nand3_1     1
nand3b_1    1
nand4b_1    1
nor2_1      4
nor2b_1     3
nor3_1      2
nor4_1      1
nor4b_1     2
o21ai_1     1
o21bai_1    1
or2b_1      1
or4_1       1
## sequential cells by signal (all words and copies together), names as in the netlist
signal / count
counter: 8
signal_in_d: 1
signal_in_dd: 1
signal_in_ddd: 1
## final cells by class
| class | instances | area, µm² | area share |
|---|---|---|---|
| Clock buffer | 4 | 45.04 | 0.05651 |
| Inverter | 2 | 7.507 | 0.009419 |
| Multi-Input combinational cell | 38 | 296.5 | 0.3721 |
| Sequential cell | 11 | 275.3 | 0.3454 |
| Tap cell | 50 | 62.56 | 0.07849 |
| Timing Repair Buffer | 11 | 110.1 | 0.1381 |
## stage by stage
stage | hold WS, ps | cell area, µm²
after floorplan | 304.4 | 594.3
after global placement | 336.8 | 752.0
after detailed placement | 338.7 | 752.0
after CTS | 349.6 | 797.0
after global routing | 356.5 | 797.0
final | 346.1 | 797.0
## kinds of logic after synthesis
group,Yosys count,share of synthesized area
compound gates,10,0.1537
fa+ha+maj,1,0.02105
buf+inv,4,0.03789
flops,11,0.4632
mux,3,0.06737
simple gates,24,0.2569
## power groups by stage
stage | logic, mW | registers [mW] | clock network [mW]
6_report | 0.0210 | 0.156 | 0.144
5_1_grt | 0.0237 | 0.157 | 0.156
4_1_cts | 0.0216 | 0.156 | 0.151
## final timing paths
kind | startpoint | endpoint | slack, ps | depth (start not counted)
setup / recovery | counter[3] | counter_out[3] | 1180 | 1
hold / removal | signal_in_d | signal_in_dd | 350 | 0
setup reg to reg | counter[0] | counter[0] | 1450 | 4
hold reg to reg | signal_in_d | signal_in_dd | 350 | 0
max in group asynchronous | reset | counter[6] | 1940 | 1
min in group asynchronous | reset | counter[1] | 710 | 1
Power is estimated from default activity; no workload was simulated.
